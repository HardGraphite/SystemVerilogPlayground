File: design/flow/constraint.sdc
current_design piso

set clk_period 1.0
set clk_io_pct 0.2

create_clock -name clk0 -period $clk_period [get_ports {clk}]

set non_clock_inputs [all_inputs -no_clocks]
set_input_delay [expr $clk_period * $clk_io_pct] -clock clk0 $non_clock_inputs
set_output_delay [expr $clk_period * $clk_io_pct] -clock clk0 [all_outputs]
File: design/flow/design.v
module piso #(
	parameter N = 8
) (
	output logic         s,
	input  logic         clk,
	input  logic [N-1:0] p,
	input  logic         p_load
);
logic [N-1:0] p_data;
always_ff @(posedge clk) begin
	if (p_load)
		p_data <= p;
	else
		p_data <= {p_data[N - 2 : 0], 1'b0};
	s <= p_data[N - 1];
end
endmodule
File: design/flow/run.sh
#!/bin/bash
# OpenROAD 26Q1-2900-gdf79404cd8, Yosys 0.63+post, stock flow scripts
make -C /OpenROAD-flow-scripts/flow DESIGN_CONFIG=/design/flow/config.mk WORK_HOME=/design/flow/orfs finish
File: design/flow/config.mk
export PLATFORM = sky130hd
export DESIGN_NAME = piso
export DESIGN_NICKNAME = piso
export VERILOG_FILES = /design/flow/design.v
export SDC_FILE = /design/flow/constraint.sdc
export NUM_CORES = 4
export LEC_CHECK = 1
export CORE_AREA = 10 10 70 70
export DIE_AREA = 0 0 80 80
==> impl_metrics.yaml <==
# physical design summary
status:
  run_status: "finished clean"
drt:
  detail_route.vias_per_cell: 2.22
  drt_first_iter_violations: 6
  m1WireLength_um: 321
  postRouteWirelength_um: 574
  first_pass_iters: 2
  antenna_cells: 0
  route.antenna.remaining_nets: 0
  drc: 0
  detailroute.wirelength.met3_um: 90
  highest-signal-layer: "met3"
  vias: 173
  wire_per_inst_um: 7.36
  wl_met2_um: 161
cts:
  clockBufferDepth: 2
  cts_htree_levels: 1
  tritoncts: "done"
  cts_setup_buffers: 0
  cts_inserted_buffers: 3
  cts.reportedPaths.clkPinSlew_ps: 60
  root_buffer: "sky130_fd_sc_hd__clkbuf_4"
  clock_sinks: 9
  worst_skew_pair.late_latency_ps: 260
placement:
  placement.io_buffers: 10
  place_area_um2: 470
  rd_place_congestion: 0.715
setup_path:
  cp_data_arrival_time_ps: 1140
  critPathSlowestCell: "sky130_fd_sc_hd__clkdlybuf4s50_1"
  timing.critical_path.to_type: "register"
  worst-path-max-fanout: 8
  rr_startpoint: "p_data[4]$_DFF_P_"
  worstPathCellList: "clkdlybuf4s50_1 > buf_12 > mux2_4"
  timing.critical_path.from_type: "input pin"
  regToRegEndpoint: "p_data[5]$_DFF_P_"
  r2r_slack_ps: 330
  timing.reg2reg.worst_path_depth: 1
  max_stage_delay_ps: 500
  worst-endpoint-required_ps: 1150
  crit_type: "input pin to register"
floorplanning:
  floorplan.core_util_pct: 8.90
  die_height_um: 80
  placeableCoreArea_um2: 3420
  design.die.area_um2: 6400
  chipWidth_um: 80
  floorplan.rows: 21
  io-pin-count: 11
global_route:
  globalRoute.totalOverflow: 0
  global_route.usage.total_pct: 2.00
  first_global_vias: 182
  global_route_wire_length_before_repair_um: 931
  grt_antenna_before_repair: 0
  grt_start_max_net_pins: 9
hold_path:
  hp-start: "p_data[7]$_DFF_P_"
  hp-class: "register to register"
  whs_endpoint: "s$_DFF_P_"
  whs_path_depth: 0
logic_synthesis:
  post_synth_num_cell_types: 4
  netlist.top_cell.by_area: "sky130_fd_sc_hd__dfxtp_1"
  yosys_cell_count: 18
  most_common_cell: "sky130_fd_sc_hd__dfxtp_1"
  postSynth.topFlopCell: "sky130_fd_sc_hd__dfxtp_1"
  synth_area_um2: 304
  synth_seq_share_pct: 59.3
  area_leaders: "sky130_fd_sc_hd__dfxtp_1 59%, sky130_fd_sc_hd__mux2_4 35%, sky130_fd_sc_hd__buf_6 3.7%"
  synthesis.instances: 18
  ys_area_um2: 304
  post-synth-top-area-fraction_pct: 59.3
  synth-edff-count: 0
  synth_warn: 1
  synth.avg_cell_area_um2: 16.9
  synth.cells.most_frequent: "9 x sky130_fd_sc_hd__dfxtp_1, 7 x sky130_fd_sc_hd__mux2_4, 1 x sky130_fd_sc_hd__and2_2, 1 x sky130_fd_sc_hd__buf_6"
  synth.ff_latch_count: 9
  synth-async-reset-ratio_pct: 0
job:
  max-cap-violations: 0
  tool_warnings: 25
timing:
  report.final.setup_viol: 0
  clock-skew-final_ps: 5.80
  max_freq_mhz: 1010
  fin_crit_ps: 989
  timing.max_slew.rel_slack_pct: 92.8
  period_utilization_pct: 98.9
  final_setup_tns_ps: 0
  max_slew_vio_count: 0
  worst_slew_pin_slew_ps: 107
  hold_viol_final: 0
  rsz_0062_raised_after_global_routing: "false"
finish:
  sequential_cell_area_um2: 180
  syn_to_final_growth_pct: 63.8
  logic_area_um2: 113
  layout-drive-gt1-share_pct: 40.6
  final_instance_area_um2: 498
  nFillCells: 399
power_and_ir_drop:
  leakagePower_uw: 0.000203
  power.density_cell_area_nw_per_um2: 1580
  peakVddDrop_mv: 0.525
-- stage by stage --
stage               total power, uW  util (%)  hold WS [ps]  instances  setup WS [ps]
floorplan                       461         -           310         18            270
global placement                513      13.8           311         74           -253
detailed placement              516      13.8           314         74           -265
CTS                             799      14.5           329         78           6.34
global route                    849      14.6           338         78           6.71
finish                          786      14.6           327         78           10.6
-- routing by layer --
layer  global-route usage (%)  vias up
met5                        0        -
met4                    0.352        0
met3                     2.39        0
met2                     2.01       12
met1                     2.55       73
li1                         -       88
-- cell families after synthesis --
family / synth area share, %
buffers and inverters: 3.70
DFF: 59.3
muxes: 34.6
and+or+nand+nor: 2.47
-- worst max-delay path, delay by kind of cell --
kind | cells | cell delay, ps
buffers and inverters | 2 | 640
muxes | 1 | 290
-- layout make-up --
class	count	share of cell area, %
Timing Repair Buffer	11	24.1
Clock inverter	1	1.01
Sequential cell	9	36.2
Tap cell	46	11.6
Clock buffer	3	4.52
Multi-Input combinational cell	8	22.6
-- worst max-delay path by stage --
stage / from / end / cells after the start
4_1_cts: s$_DFF_P_ / s / 1
5_1_grt: p_load / p_data[5]$_DFF_P_ / 3
6_report: p_load / p_data[5]$_DFF_P_ / 3
-- registers in the layout, indices dropped and copies added (netlist names) --
name    count
s           1
p_data      8
-- layout by cell type, fill, tap and decap left out --
master,Yosys,routed
sky130_fd_sc_hd__and2_2,1,1
sky130_fd_sc_hd__clkdlybuf4s50_1,0,9
sky130_fd_sc_hd__mux2_4,7,7
sky130_fd_sc_hd__clkinv_2,0,1
sky130_fd_sc_hd__dfxtp_1,9,9
sky130_fd_sc_hd__buf_12,0,1
sky130_fd_sc_hd__clkdlybuf4s15_1,0,1
sky130_fd_sc_hd__clkbuf_4,0,3
-- power breakdown --
part	leakage, uW	switching (uW)	total, uW	internal [uW]
clock	0.0000177	134	281	148
sequential	0.0000758	8.28	401	393
combinational	0.000110	20.1	104	83.6
total	0.000203	162	786	624
-- what timing repair did --
item / 4_1_cts / 5_1_grt
hold buffers: 0 / 0
setup endpoints to repair: 1 / 1
gates resized: 1 / 1
No activity file was given, so power comes from the tool's default toggle rates.
